--- /design/flow/design.v ---
module eno_uart(input wire clk,
		input wire rst,
		input wire [31:0] divider,
		input wire divider_access,
		input wire [7:0] tx_data,
		input wire tx_access,
		output wire [7:0] rx_data,
		input wire rx_access,
		output wire tx_idle,
		output wire rx_avail,
		output wire tx,
		input wire rx);
	reg [31:0] sample_divider;
	reg [31:0] sample_counter;
	wire counter_overflow = sample_counter == sample_divider;
	wire [31:0] next_counter = counter_overflow ?
					32'b0 : sample_counter + 1;
	wire sample_posedge =
		sample_counter == {1'b0, sample_divider[31:1]};
	always @ (posedge clk) begin
		if (~rst) begin
			sample_divider <= 32'hffffffff;
			sample_counter <= 32'h0;
		end else if (divider_access) begin
			sample_divider <= divider;
			sample_counter <= 32'h0;
		end else begin
			sample_counter <= next_counter;
		end
	end
	reg [9:0] tx_buf;
	reg [2:0] tx_counter;
	wire [2:0] next_tx_counter = sample_posedge ?
					tx_counter + 1 : tx_counter;
	wire [9:0] next_tx_buf = (next_tx_counter == 0) & sample_posedge ?
					{ 1'b0, tx_buf[9:1] } : tx_buf;
	wire tx_buf_valid = |tx_buf;
	assign tx_idle = ~tx_buf_valid;
	assign tx = tx_buf_valid ? tx_buf[0] : 1'b1;
	always @ (posedge clk) begin
		if (~rst) begin
			tx_buf <= 10'b0;
		end else if (tx_access & ~tx_buf_valid) begin
			tx_buf <= {1'b1, tx_data, 1'b0};
			tx_counter <= 3'h0;
		end else begin
			tx_buf <= next_tx_buf;
			tx_counter <= next_tx_counter;
		end
	end
	reg [7:0] rx_fifo[8];
	reg [2:0] rx_read_pos;
	reg [2:0] rx_write_pos;
	assign rx_avail = rx_read_pos != rx_write_pos;
	reg [9:0] rx_buf;
	reg [3:0] rx_bit_counter;
	reg [2:0] rx_sample_counter;
	wire rx_do_sample = sample_posedge & (rx_sample_counter == 3'd3);
	wire [3:0] next_rx_bit_counter = rx_bit_counter + 1;
	wire rx_ongoing = rx_bit_counter < 4'd10;
	wire rx_last_bit = next_rx_bit_counter == 4'd10;
	always @ (posedge clk) begin
		if (~rst) begin
			rx_bit_counter		<= 4'd10;
			rx_sample_counter	<= 3'b0;
		end else if (~rx_ongoing & ~rx) begin
			rx_bit_counter		<= 4'd0;
			rx_sample_counter	<= 3'b0;
		end else if (rx_do_sample & rx_ongoing) begin
			rx_bit_counter		<= next_rx_bit_counter;
			rx_sample_counter	<= rx_sample_counter + 1;
			rx_buf <= {rx, rx_buf[9:1]};
		end else if (sample_posedge & rx_ongoing) begin
			rx_sample_counter	<= rx_sample_counter + 1;
		end
	end
	assign rx_data = rx_fifo[rx_read_pos];
	always @ (posedge clk) begin
		if (~rst) begin
			rx_write_pos	<= 3'h0;
		end else if (sample_posedge & rx_last_bit & rx_do_sample) begin
			rx_write_pos		<= rx_write_pos + 1;
			rx_fifo[rx_write_pos]	<= rx_buf[9:2];
		end
		if (~rst) begin
			rx_read_pos	<= 3'h0;
		end else if (rx_access & rx_avail) begin
			rx_read_pos	<= rx_read_pos + 1;
		end
	end
endmodule
--- /design/flow/run.sh ---
#!/bin/bash
# OpenROAD 26Q1-2900-gdf79404cd8, Yosys 0.63+post, stock flow scripts
make -C /OpenROAD-flow-scripts/flow DESIGN_CONFIG=/design/flow/config.mk WORK_HOME=/design/flow/orfs finish
--- /design/flow/config.mk ---
export PLATFORM = sky130hd
export DESIGN_NAME = eno_uart
export DESIGN_NICKNAME = eno_uart
export VERILOG_FILES = /design/flow/design.v
export SDC_FILE = /design/flow/constraint.sdc
export NUM_CORES = 4
export LEC_CHECK = 1
export CORE_UTILIZATION = 30
export SYNTH_HDL_FRONTEND = slang
--- /design/flow/constraint.sdc ---
current_design eno_uart

set clk_period 6.6
set clk_io_pct 0.2

create_clock -name clk0 -period $clk_period [get_ports {clk}]

set non_clock_inputs [all_inputs -no_clocks]
set_input_delay [expr $clk_period * $clk_io_pct] -clock clk0 $non_clock_inputs
set_output_delay [expr $clk_period * $clk_io_pct] -clock clk0 [all_outputs]
==> results.txt <==
Entry: Yosys synthesis followed by OpenROAD place and route.

Drt:
- The run gives the mean number of vias per cell as approximately 4.7.
- The run gives the violation count after the first detailed-routing iteration as approximately 230.
- The detailed router placed about 4800 vias in this run.
- The run puts the detailed-routing iteration count for the pre-antenna-repair pass at 4.
- The run puts the antenna diode count at 0.
- The run gives the wire length reported by the detailed router as between 15 and 20 mm.
- The run gives the residual DRC count as 0.
- The run gives the final routed wire length divided by cell count as approximately 15 um.
- The run gives the post-detailed-route count of antenna-violating nets as 0.

GRT:
- The run puts the total congestion overflow at 0.
- The run gives the most congested layer reported by global routing as met2.
- Routing resource usage on met3 recorded by global route was 0.0386.
- The run gives the met1 track demand over resource as 0.191.
- The run puts the via count of the first global-routing pass at around 4700.
- The run gives the maximum number of pins on one net before global-route repair as 47.
- The run gives the initial antenna violation count as 1.
- Routing resource usage on met2 recorded by global route was 0.199.
- The run puts the aggregate global-route resource usage at 0.129.
- The first global-routing pass estimated ~25 mm of wire.

Worst hold path:
- The tightest min-delay check is of the reg -> reg type.

Clock tree:
- The number of hold buffers added after CTS was 0.
- The run gives the TritonCTS clock tree as done.
- CTS placed an instance of clkbuf_16 at the clock tree root.
- The run puts the depth of the CTS H-tree at 4.
- The run puts the number of clock sinks at between 150 and 200.
- On the reported timing paths, the clock transition at the registers reads around 0.07 ns.
- The run puts the post-CTS repair timing setup buffer count at 0.
- The run puts the source-to-sink clock delay at the later pin of the worst-skew pair at 0.43 ns.
- Buffers inserted during clock tree synthesis total 17.
- The run puts the number of cells upsized or downsized after cts at 0.
- The run puts the number of buffers on the longest clock path at 2.

Pwr:
- The power report attributes to the sequential group a share of 0.490.
- The run gives the net load switching power as 0.000595 W.
- The script computed the net switching share of total power as 0.256.
- The run puts the design internal power at approximately 0.0017 W.
- Power spread over the standard cell area amounts to roughly 260 mW/mm^2.
- The run gives the overall power consumption as between 0.002 and 0.0025 W.
- The run puts the proportion of power drawn by combinational gates at 0.097.
- The run gives the leakage power as about 3 nW.
- The power report attributes to the clock group a share of 0.413.
- Across the VDD grid, the largest voltage drop is ~0.00013 V.

Placement:
- The run puts the routability congestion estimate from global placement at 0.880.
- The run puts the cell total after placement at roughly 990.
- The run gives the count of buffers inserted at the top-level ports as between 50 and 60.
- The run gives the half-perimeter wire length after placement as around 11 mm.

Synth:
- Counting the warning lines in the Yosys log gives 0.
- Summing every instance area after synthesis gives ~0.0075 sq mm.
- A synthesized cell averages 11.6 sq um.
- In the synthesized netlist the dominant register cell turns out to be dfxtp_1.
- The run puts the async set-reset flop share out of synthesis at 0.
- The run puts the count of library flops with an enable pin at between 70 and 80.
- The netlist uses 52 different library cells.
- The run gives the number of standard cells after synthesis as 644.
- According to the Yosys statistics, the synthesized design has a chip area of roughly 0.0075 sq mm.
- The run puts the number of standard cells reported by yosys at approximately 640.
- After synthesis the netlist holds a flip-flop and latch count of ~170.
- The run puts the share of synthesized area occupied by flip-flops and latches at 0.544.

Critical path:
- The run gives the largest fanout on the critical path as 16.
- STA classifies the critical path endpoint as an output port.
- Data arrives at the worst endpoint at between 2 and 2.5 ns.
- The run puts the data required time of the worst path at 5.28 ns.
- For reference, the most critical setup path is categorized as reg -> out.
- The run gives the kind of launch point of the worst setup path as a register.

Final timing:
- The transition time recorded at the tightest slew-check pin is 0.763 ns.
- The final layout reports a setup TNS of 0 ns.
- The run gives the maximum clock rate as 0.273 GHz.
- The run puts the worst clock skew on the final layout at approximately 0.011 ns.
- Setup repair after global routing left no endpoint under its margin.
- The run puts the final setup violation count at 0.
- Post-route period utilization is reported as 0.556.
- For reference, the final report shows the max-slew violation count at 0.
- The run gives the final critical delay including setup and external delays as approximately 3.7 ns.
- The run puts the final number of hold-violating endpoints at 0.
- The run puts the remaining max-slew budget at the tightest pin at 0.487.

Flow run:
- The run puts the number of warnings in the stage logs at 26.
- The run gives the number of max-cap violations as 0.

Die:
- The run puts the area of the die at ~0.025 sq mm.
- The run gives the core area as between 0.02 and 0.025 sq mm.
- The run puts the share of the core filled by cells before placement at 0.306.
- The run puts the number of rows created at floorplan at ~57.
- The run gives the die extent in y as between 150 and 200 um.
- The run puts the number of I/O pins at around 57.
- The run puts the die width at 160 um.

Final layout:
- The run gives the area added between synthesis and finish as 19.1%.
- Per the cell usage report, the commonest logic cell in the layout is dfxtp_1.
- By instance count after routing, the leading logic cell types are dfxtp_1, xnor2_1, edfxtp_1, nand2_1, clkdlybuf4s50_1.
- The run gives the fill cell instance count of the final layout as about 2400.
- The run gives the fraction of layout instances using a drive strength above 1 as 0.118.
- The run puts the number of non-filler instances in the completed layout at just over 1000.

Status:
- The flow ran to the end, and the final reports show no timing, DRC or antenna violations.
-- final cells by class --
type	instances	area [sq um]	share of cell area
flip-flops and latches	165	4050	0.457
well taps	324	405	0.0457
multi-input cells	420	3140	0.354
inverters	16	60.1	0.00677
repair buffers	68	641	0.0722
clock inverters	15	151	0.0171
clock buffers	17	425	0.0479
-- Yosys cell counts (16+ instances only) --
cell type / instances / area share
nor2_1: 52 / 0.026
dfxtp_1: 90 / 0.24
nand3_1: 21 / 0.014
nand2_1: 60 / 0.030
xnor2_1: 78 / 0.092
xor2_1: 16 / 0.019
mux2i_1: 39 / 0.052
clkbuf_1: 23 / 0.012
nand4_1: 27 / 0.023
mux4_2: 16 / 0.048
edfxtp_1: 75 / 0.30
a21oi_1: 17 / 0.011
-- worst paths after layout --
path	startpoint	endpoint	slack (ns)	cells after the start
setup / recovery	register	rx_data[5]	2.93	3
hold / removal	tx_buf[5]	tx_buf[5]	0.47	2
setup reg to reg	sample_counter[22]	rx_fifo[2][5]	3.21	7
hold reg to reg	tx_buf[5]	tx_buf[5]	0.47	2
-- power by group through the flow --
stage	sequential, W	combinational [W]	clock (W)
CTS	0.00114	0.000230	0.000989
global route	0.00114	0.000253	0.00104
finish	0.00114	0.000227	0.000961
-- stage by stage --
step / cell area [sq um] / utilization / setup WS [ns] / hold slack (ns)
2_1_floorplan: 7450 / - / 3.51 / 0.444
6_report: 8880 / 0.365 / 2.93 / 0.469
4_1_cts: 8880 / 0.365 / 2.85 / 0.472
5_1_grt: 8880 / 0.365 / 2.79 / 0.491
3_5_place_dp: 8300 / 0.341 / 3.24 / 0.461
3_3_place_gp: 8300 / 0.341 / 3.33 / 0.455
-- state kept, by name, summed over array words and instances, names as in the netlist, named ones only --
| name | count |
|---|---|
| rx_fifo | 64 |
| sample_counter | 32 |
| sample_divider | 32 |
| tx_buf | 10 |
| rx_buf | 8 |
| rx_bit_counter | 4 |
| rx_read_pos | 3 |
| rx_sample_counter | 3 |
| rx_write_pos | 3 |
| tx_counter | 3 |
-- critical path: stages, from the launching register on --
cell and delay (ns):
dfxtp_1 0.82, mux4_2 0.41, mux2_2 0.29, clkdlybuf4s50_1 0.40
-- metal layers --
layer  vias up  wire length [um]
met2       111              7230
met1      2258              7200
met5         -                13
li1       2385                 -
met3        18               878
met4         2               193
-- cell families (layout without fill, tap and decap cells) --
family | after synthesis | in the layout | share of synthesized area
mux | 63 | 63 | 0.113
simple gates | 209 | 209 | 0.145
buf+inv | 59 | 116 | 0.0349
fa+ha+maj | 8 | 8 | 0.0134
flops | 165 | 165 | 0.544
compound gates | 46 | 46 | 0.0395
xor+xnor | 94 | 94 | 0.110
Power is estimated from default activity; no workload was simulated.
